--- run.sh ---
#!/bin/bash
# OpenROAD 26Q1-2900-gdf79404cd8, Yosys 0.63+post, stock flow scripts
make -C /OpenROAD-flow-scripts/flow DESIGN_CONFIG=/design/flow/config.mk WORK_HOME=/design/flow/orfs finish
--- constraint.sdc ---
current_design controlador_principal

set clk_period 1.8
set clk_io_pct 0.2

create_clock -name clk0 -period $clk_period

set non_clock_inputs [all_inputs -no_clocks]
set_input_delay [expr $clk_period * $clk_io_pct] -clock clk0 $non_clock_inputs
set_output_delay [expr $clk_period * $clk_io_pct] -clock clk0 [all_outputs]
--- design.v ---
module controlador_principal(
	input modo,
	input ligado,
	input salvar_jogo,
	input confirmar_ataque,
	input [2:0] ataque_colunas,
	input [2:0] ataque_linhas,
	input [6:0] coluna1_posicionamento,
   input [6:0] coluna2_posicionamento,
   input [6:0] coluna3_posicionamento,
   input [6:0] coluna4_posicionamento,
   input [6:0] coluna5_posicionamento,
	output reg [6:0] coluna1_saida,
   output reg [6:0] coluna2_saida,
   output reg [6:0] coluna3_saida,
   output reg [6:0] coluna4_saida,
   output reg [6:0] coluna5_saida,
	output reg [1:0]ledRGB
);
	reg [6:0] coluna1_jogo_salvo = 7'b1111111;
	reg [6:0] coluna2_jogo_salvo = 7'b1111111;
	reg [6:0] coluna3_jogo_salvo = 7'b1111111;
	reg [6:0] coluna4_jogo_salvo = 7'b1111111;
	reg [6:0] coluna5_jogo_salvo = 7'b1111111;
	reg [6:0] coluna1_ataque_bem_sucedido= 7'b1111111;
	reg [6:0] coluna2_ataque_bem_sucedido= 7'b1111111;
	reg [6:0] coluna3_ataque_bem_sucedido = 7'b1111111;
	reg [6:0] coluna4_ataque_bem_sucedido = 7'b1111111;
	reg [6:0] coluna5_ataque_bem_sucedido = 7'b1111111;
	reg jogo_salvo = 1'b0;
	parameter SETE_ALTOS = 7'b1111111;
	parameter UM = 3'b001;
	parameter DOIS = 3'b010;
	parameter TRES = 3'b011;
	parameter QUATRO = 3'b100;
	parameter CINCO = 3'b101;
	parameter SEIS = 3'b110;
	parameter SETE = 3'b111;
	always @* begin
        if (ligado) begin
            if (modo == 1'b0) begin
				ledRGB<=2'b00;
                coluna1_saida = coluna1_posicionamento;
                coluna2_saida = coluna2_posicionamento;
                coluna3_saida = coluna3_posicionamento;
                coluna4_saida = coluna4_posicionamento;
                coluna5_saida = coluna5_posicionamento;
                if (salvar_jogo) begin
						jogo_salvo <= 1'b1;
                    coluna1_jogo_salvo = coluna1_posicionamento;
                    coluna2_jogo_salvo = coluna2_posicionamento;
                    coluna3_jogo_salvo = coluna3_posicionamento;
                    coluna4_jogo_salvo = coluna4_posicionamento;
                    coluna5_jogo_salvo = coluna5_posicionamento;
                end
            end else begin
					 if(confirmar_ataque && jogo_salvo) begin
					   if(coluna1_jogo_salvo[0] == 1'b0 && ataque_colunas==UM && ataque_linhas==UM) 
							begin
								ledRGB <= 2'b10;
								coluna1_ataque_bem_sucedido[0] <= 1'b0;
							end
						else 
						 if(coluna1_jogo_salvo[1] == 1'b0 && ataque_colunas==UM && ataque_linhas==DOIS) 
							begin
								ledRGB <= 2'b10;
								coluna1_ataque_bem_sucedido[1] <= 1'b0;
							end
						else 
						 if(coluna1_jogo_salvo[2] == 1'b0 && ataque_colunas==UM && ataque_linhas==TRES) 
							begin
								ledRGB <= 2'b10;
								coluna1_ataque_bem_sucedido[2] <= 1'b0;
							end
						else 
						 if(coluna1_jogo_salvo[3] == 1'b0 && ataque_colunas==UM && ataque_linhas==QUATRO) 
							begin
								ledRGB <= 2'b10;
								coluna1_ataque_bem_sucedido[3] <= 1'b0;
							end
						else 
						 if(coluna1_jogo_salvo[4] == 1'b0 && ataque_colunas==UM && ataque_linhas==CINCO) 
							begin
								ledRGB <= 2'b10;
								coluna1_ataque_bem_sucedido[4] <= 1'b0;
						 end
						else 
						 if(coluna1_jogo_salvo[5] == 1'b0 && ataque_colunas==UM && ataque_linhas==SEIS) 
							begin
								ledRGB <= 2'b10;
								coluna1_ataque_bem_sucedido[5] <= 1'b0;
							end
						else 
						 if(coluna1_jogo_salvo[6] == 1'b0 && ataque_colunas==UM && ataque_linhas==SETE) 
							begin
								ledRGB <= 2'b10;
								coluna1_ataque_bem_sucedido[6] <= 1'b0;
							end
					 else							
						if(coluna2_jogo_salvo[0] == 1'b0 && ataque_colunas==DOIS && ataque_linhas==UM) 
							begin
								ledRGB <= 2'b10;
								coluna2_ataque_bem_sucedido[0] <= 1'b0;
							end
						else 
						if(coluna2_jogo_salvo[1] == 1'b0 && ataque_colunas==DOIS && ataque_linhas==DOIS) 
							begin
								ledRGB <= 2'b10;
								coluna2_ataque_bem_sucedido[1] <= 1'b0;
							end
						else
					  	 if(coluna2_jogo_salvo[2] == 1'b0 && ataque_colunas==DOIS && ataque_linhas==TRES) 
							begin
								ledRGB <= 2'b10;
								coluna2_ataque_bem_sucedido[2] <= 1'b0;
							end
						else 
						 if(coluna2_jogo_salvo[3] == 1'b0 && ataque_colunas==DOIS && ataque_linhas==QUATRO) 
							begin
								ledRGB <= 2'b10;
								coluna2_ataque_bem_sucedido[3] <= 1'b0;
							end
						else 
						 if(coluna2_jogo_salvo[4] == 1'b0 && ataque_colunas==DOIS && ataque_linhas==CINCO) 
							begin
								ledRGB <= 2'b10;
								coluna2_ataque_bem_sucedido[4] <= 1'b0;
							end
					else 
					 if(coluna2_jogo_salvo[5] == 1'b0 && ataque_colunas==DOIS && ataque_linhas==SEIS) 
							begin
								ledRGB <= 2'b10;
								coluna2_ataque_bem_sucedido[5] <= 1'b0;
							end
						else 
						 if(coluna2_jogo_salvo[6] == 1'b0 && ataque_colunas==DOIS && ataque_linhas==SETE) 
							begin
								ledRGB <= 2'b10;
								coluna2_ataque_bem_sucedido[6] <= 1'b0;
							end
					else	 
						if(coluna3_jogo_salvo[0] == 1'b0 && ataque_colunas==TRES && ataque_linhas==UM) 
							begin
								ledRGB <= 2'b10;
								coluna3_ataque_bem_sucedido[0] <= 1'b0;
							end
						else 
						 if(coluna3_jogo_salvo[1] == 1'b0 && ataque_colunas==TRES && ataque_linhas==DOIS) 
							begin
								ledRGB <= 2'b10;
								coluna3_ataque_bem_sucedido[1] <= 1'b0;
							end
						else 
						 if(coluna3_jogo_salvo[2] == 1'b0 && ataque_colunas==TRES && ataque_linhas==TRES) 
							begin
								ledRGB <= 2'b10;
								coluna3_ataque_bem_sucedido[2] <= 1'b0;
							end
						else 
						 if(coluna3_jogo_salvo[3] == 1'b0 && ataque_colunas==TRES && ataque_linhas==QUATRO) 
							begin
								ledRGB <= 2'b10;
								coluna3_ataque_bem_sucedido[3] <= 1'b0;
							end
						else 
						 if(coluna3_jogo_salvo[4] == 1'b0 && ataque_colunas==TRES && ataque_linhas==CINCO) 
							begin
								ledRGB <= 2'b10;
								coluna3_ataque_bem_sucedido[4] <= 1'b0;
							end
						else 
						 if(coluna3_jogo_salvo[5] == 1'b0 && ataque_colunas==TRES && ataque_linhas==SEIS) 
							begin
								ledRGB <= 2'b10;
								coluna3_ataque_bem_sucedido[5] <= 1'b0;
							end
						else 
						 if(coluna3_jogo_salvo[6] == 1'b0 && ataque_colunas==TRES && ataque_linhas==SETE) 
							begin
								ledRGB <= 2'b10;
								coluna3_ataque_bem_sucedido[6] <= 1'b0;
							end	
					else	  
						if(coluna4_jogo_salvo[0] == 1'b0 && ataque_colunas==QUATRO && ataque_linhas==UM) 
							begin
								ledRGB <= 2'b10;
								coluna4_ataque_bem_sucedido[0] <= 1'b0;
							end
						else 
						 if(coluna4_jogo_salvo[1] == 1'b0 && ataque_colunas==QUATRO && ataque_linhas==DOIS) 
							begin
								ledRGB <= 2'b10;
								coluna4_ataque_bem_sucedido[1] <= 1'b0;
							end
						else 
						 if(coluna4_jogo_salvo[2] == 1'b0 && ataque_colunas==QUATRO && ataque_linhas==TRES) 
							begin
								ledRGB <= 2'b10;
								coluna4_ataque_bem_sucedido[2] <= 1'b0;
							end
						else 
						 if(coluna4_jogo_salvo[3] == 1'b0 && ataque_colunas==QUATRO && ataque_linhas==QUATRO) 
							begin
								ledRGB <= 2'b10;
								coluna4_ataque_bem_sucedido[3] <= 1'b0;
							end
						else 
						 if(coluna4_jogo_salvo[4] == 1'b0 && ataque_colunas==QUATRO && ataque_linhas==CINCO) 
							begin
								ledRGB <= 2'b10;
								coluna4_ataque_bem_sucedido[4] <= 1'b0;
							end
						else
					   	if(coluna4_jogo_salvo[5] == 1'b0 && ataque_colunas==QUATRO && ataque_linhas==SEIS) 
							begin
								ledRGB <= 2'b10;
								coluna4_ataque_bem_sucedido[5] <= 1'b0;
							end
						else 
						 if(coluna4_jogo_salvo[6] == 1'b0 && ataque_colunas==QUATRO && ataque_linhas==SETE) 
							begin
								ledRGB <= 2'b10;
								coluna4_ataque_bem_sucedido[6] <= 1'b0;
							end
					else	 
						if(coluna5_jogo_salvo[0] == 1'b0 && ataque_colunas==CINCO && ataque_linhas==UM) 
							begin
								ledRGB <= 2'b10;
								coluna5_ataque_bem_sucedido[0] <= 1'b0;
							end
						else 
						 if(coluna5_jogo_salvo[1] == 1'b0 && ataque_colunas==CINCO && ataque_linhas==DOIS) 
							begin
								ledRGB <= 2'b10;
								coluna5_ataque_bem_sucedido[1] <= 1'b0;
							end
						else 
						 if(coluna5_jogo_salvo[2] == 1'b0 && ataque_colunas==CINCO && ataque_linhas==TRES) 
							begin
								ledRGB <= 2'b10;
								coluna5_ataque_bem_sucedido[2] <= 1'b0;
							end
						else
					   	if(coluna5_jogo_salvo[3] == 1'b0 && ataque_colunas==CINCO && ataque_linhas==QUATRO) 
							begin
								ledRGB <= 2'b10;
								coluna5_ataque_bem_sucedido[3] <= 1'b0;
							end
						else 
						 if(coluna5_jogo_salvo[4] == 1'b0 && ataque_colunas==CINCO && ataque_linhas==CINCO) 
							begin
								ledRGB <= 2'b10;
								coluna5_ataque_bem_sucedido[4] <= 1'b0;
							end
						else 
						 if(coluna5_jogo_salvo[5] == 1'b0 && ataque_colunas==CINCO && ataque_linhas==SEIS) 
							begin
								ledRGB <= 2'b10;
								coluna5_ataque_bem_sucedido[5] <= 1'b0;
							end
						else
					   	if(coluna5_jogo_salvo[6] == 1'b0 && ataque_colunas==CINCO && ataque_linhas==SETE) 
							begin
								ledRGB <= 2'b10;
								coluna5_ataque_bem_sucedido[6] <= 1'b0;
							end
						else
							ledRGB <= 2'b01;
					 end
					 coluna1_saida = coluna1_ataque_bem_sucedido;
                coluna2_saida = coluna2_ataque_bem_sucedido;
                coluna3_saida = coluna3_ataque_bem_sucedido;
                coluna4_saida = coluna4_ataque_bem_sucedido;
                coluna5_saida = coluna5_ataque_bem_sucedido;
            end
        end else begin
				ledRGB<=2'b00;
				jogo_salvo = 1'b0;
				coluna1_jogo_salvo = SETE_ALTOS;
				coluna2_jogo_salvo = SETE_ALTOS;
				coluna3_jogo_salvo = SETE_ALTOS;
				coluna4_jogo_salvo = SETE_ALTOS;
				coluna5_jogo_salvo = SETE_ALTOS;
				coluna1_ataque_bem_sucedido = SETE_ALTOS;
				coluna2_ataque_bem_sucedido = SETE_ALTOS;
				coluna3_ataque_bem_sucedido = SETE_ALTOS;
				coluna4_ataque_bem_sucedido = SETE_ALTOS;
				coluna5_ataque_bem_sucedido = SETE_ALTOS;
		oluna1_saida = SETE_ALTOS;
                coluna2_saida = SETE_ALTOS;
                coluna3_saida = SETE_ALTOS;
                coluna4_saida = SETE_ALTOS;
                coluna5_saida = SETE_ALTOS;
        end
    end
endmodule
--- config.mk ---
export PLATFORM = sky130hd
export DESIGN_NAME = controlador_principal
export DESIGN_NICKNAME = controlador_principal
export VERILOG_FILES = /design/flow/design.v
export SDC_FILE = /design/flow/constraint.sdc
export NUM_CORES = 4
export LEC_CHECK = 1
export CORE_UTILIZATION = 30
==> flow_metrics.tcl <==
# implementation run metrics
set metrics [dict create \
    antenna_found_initial 0 \
    max_slew.worst_pin.slew_ps 719 \
    critPathTopFamily "buffers and inverters" \
    ys_async_sr_fraction 0 \
    area_leaders "dlxtn_1, mux2i_1, nand2b_1" \
    hold_viol 0 \
    grt_first_pass_wirelength_mm 11.4 \
    diodes 0 \
    period_needed_ps 1780 \
    drt-total-wl_mm 7.35 \
    unclocked_pins 80 \
    synth_area_um2 2880 \
    yosysUniqueCellTypes 42 \
    syn_area_per_cell_um2 8.45 \
    post_cts_buffers 0 \
    cp_slowest_cell "clkdlybuf4s50_1" \
    synth-edff-count 0 \
    die_h_um 100 \
    dieArea_um2 10000 \
    core_area_um2 9280 \
    untimed_endpoints 89 \
    cellLeakagePower_nw 1.88 \
    critPathCaptureType "output port" \
    vias 2452 \
    drtIter0Drc 114 \
    cp.required_ps 1440 \
    setup_violations 0 \
    ys_warn_count 3 \
    fp_util 0.310 \
    dieWidth_um 100 \
    fin_setup_tns_ps 0 \
    ys_cells 341 \
    crit_path_max_fanout 2 \
    hpwl_mm 5.26 \
    holdWs_ps 1210 \
    slew_viol_final 0 \
    path_buffers 2 \
    tool_warnings 32 \
    worstHoldPathType "input port to output port" \
    common_cells "dlxtn_1, mux2i_1, nand2b_1, nand2_1, nor2_1" \
    relSlewSlack 0.517 \
    place_congestion 0.871 \
    hold_depth 4 \
    ios 82 \
    globalRouteTotalUtil 0.144 \
    post-place-ws_ps 2.61 \
    ys.flop_type "dlxtn_1" \
    worst_path_largest_cell_delay_ps 470 \
    globalRouteOverflowTotal 0 \
    p_per_area_nw_per_um2 162 \
    cp.arrival_ps 1420 \
    synthCells 341 \
    period_used_share 0.986 \
    fmax_mhz 563 \
    status "completed" \
    rsz0062_at_grt "no" \
    via_per_inst 4.52 \
    areaGrowthSynthToFinish_pct 37.7 \
    crit_cells 4 \
    fin_ws_ps 24.5 \
    port_buffers 82 \
    wire_per_inst_um 13.6 \
    crit_top_cell "clkdlybuf4s50_1" \
    grt_max_degree 57 \
    yosysTopAreaCell "dlxtn_1" \
    dpl_cell_area_um2 3840 \
    yosysChipArea_um2 2880 \
    grt_pass1_vias 2238 \
    ys.flops 80 \
    top_cell_area_share 0.382 \
    path_class "input port to output port" \
    drive_above_1_share 0.0847 \
    path_cells "clkdlybuf4s50_1 -> mux2i_1 -> nand2_1 -> clkdlybuf4s50_1" \
    cap_viol_max_count 0 \
    cp-start-kind "input port" \
    rows 35 \
    ant_nets 0 \
    final_area_um2 3970 \
    peakVddDrop_mv 0.0789 \
    drtPass1Iterations 4 \
    drcViolationCount 0 \
    yosysMostFrequentCell "dlxtn_1" \
]
## cell usage in the layout, fill, tap and decap left out, types with 2 or more instances in the layout
cell type,netlist,layout
dlxtn_1,73,73
clkdlybuf4s50_1,0,56
mux2i_1,38,38
nand2b_1,37,37
nand2_1,34,34
nor2_1,33,33
nor3_1,26,26
dlymetal6s2s_1,0,24
nand3b_1,10,10
mux2_2,8,8
a21oi_1,9,8
dlxtp_1,7,7
buf_4,2,7
nand3_1,4,4
o31a_1,4,4
nor3b_1,3,3
a211oi_1,3,3
or3b_1,3,3
o21ai_0,3,3
nor2b_1,2,2
or3b_2,2,2
or2_2,2,2
clkbuf_16,0,2
buf_12,0,2
## cell families (layout without fill, tap and decap cells)
kind of cell / count (synthesis) / after routing / synth area share
AND/OR/NAND/NOR: 164 / 164 / 0.304
AND-OR/OR-AND: 26 / 26 / 0.0660
buffers and inverters: 24 / 96 / 0.0421
multiplexers: 47 / 47 / 0.171
latches: 80 / 80 / 0.418
## area by class of cell
cell class | instances | area (um^2)
fillers | 940 | 5320
inverters | 2 | 7.51
multi-input cells | 237 | 1560
flip-flops and latches | 80 | 1200
well taps | 129 | 161
repair buffers | 94 | 1030
## per-stage QoR
stage | power (W) | instances | utilization
floorplan | 0.000381 | 341 | -
global placement | 0.000638 | 540 | 0.414
detailed placement | 0.000635 | 540 | 0.414
CTS | 0.000640 | 540 | 0.414
global route | 0.000696 | 542 | 0.427
finish | 0.000643 | 542 | 0.427
## worst paths after layout
| check | from | slack, ps | endpoint |
|---|---|---|---|
| worst max-delay path | coluna4_posicionamento[0] | 20 | coluna4_saida[0] |
| worst min-delay path | ligado | 1210 | coluna5_saida[6] |
## report_power, final
group	leakage [nW]	total [W]	switching, W	internal [W]
clock	0	0	0	0
combinational	1.22	0.000497	0.000215	0.000282
sequential	0.655	0.000146	0.0000164	0.000130
## repair_timing
item	in CTS	in global routing
gates resized	0	29
setup endpoints to repair	0	26
hold buffers	0	0
## layer usage
| layer | track usage | wire, um | up-vias |
|---|---|---|---|
| met5 | 0 | 0 | - |
| met4 | 0 | 0 | 0 |
| met3 | 0.00212 | 280 | 0 |
| met2 | 0.229 | 3150 | 65 |
| met1 | 0.237 | 3920 | 1079 |
| li1 | - | - | 1308 |
Power figures rest on the tool's default switching activity, not on a simulated workload.
