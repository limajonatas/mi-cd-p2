==> ./design.v <==
module matriz(
    input clock,
	 input [6:0] coluna1,
	 input [6:0] coluna2,
	 input [6:0] coluna3,
	 input [6:0] coluna4,
	 input [6:0] coluna5,
    output reg [4:0] colunas,
    output reg [6:0] linhas
);
    reg [3:0] contador = 4'd0;
    always @(posedge clock) begin
			  case (contador)
					4'd0: begin  
						 colunas <= 5'b00001;
						 contador <= contador + 1'd1;
						 linhas <= coluna1;
					end
					4'd1: begin  
						 colunas <= 5'b00010;
						 contador <= contador + 1'd1;
						 linhas <= coluna2;
					end
					4'd2: begin  
						 colunas <= 5'b00100;
						 contador <= contador + 1'd1;
						 linhas <= coluna3;
					end
					4'd3: begin  
						 colunas <= 5'b01000;
						 contador <= contador + 1'd1;
						 linhas <= coluna4;
					end
					4'd4: begin  
						 colunas <= 5'b10000;
						 contador <= 4'd0;  
						 linhas <= coluna5;
					end
					default: begin  
						 contador <= 4'd0;
						 linhas <= 7'b1111111;
					end
			  endcase
    end
endmodule
==> ./run.sh <==
#!/bin/bash
# OpenROAD 26Q1-2900-gdf79404cd8, Yosys 0.63+post, stock flow scripts
make -C /OpenROAD-flow-scripts/flow DESIGN_CONFIG=/design/flow/config.mk WORK_HOME=/design/flow/orfs finish
==> ./config.mk <==
export PLATFORM = sky130hd
export DESIGN_NAME = matriz
export DESIGN_NICKNAME = matriz
export VERILOG_FILES = /design/flow/design.v
export SDC_FILE = /design/flow/constraint.sdc
export NUM_CORES = 4
export LEC_CHECK = 1
export CORE_AREA = 10 10 79 79
export DIE_AREA = 0 0 89 89
==> ./constraint.sdc <==
current_design matriz

set clk_period 2.4
set clk_io_pct 0.2

create_clock -name clk0 -period $clk_period [get_ports {clock}]

set non_clock_inputs [all_inputs -no_clocks]
set_input_delay [expr $clk_period * $clk_io_pct] -clock clk0 $non_clock_inputs
set_output_delay [expr $clk_period * $clk_io_pct] -clock clk0 [all_outputs]
==> results.toml <==
# synthesis and place-and-route metrics
[run_status]
status = "complete, no violations"

[clock_network]
hold_buffers = 0
h-tree-depth = 1
cts_resized = 0
cts_made_buffers = 3
post_cts_buffers = 0
cts_max_path_buffers = 2
cts-root-buf = "clkbuf_8"
cts_tree = "done"
clock_latency_ps = 240
clock_sinks = 16
clkSlewWorstSetupHoldPaths_ps = 60

[sta]
finalWorstSetupSlack_ps = 615
period_minus_slack_ps = 1780
fmax_ghz = 0.560
finalClockSkew_ps = 2.83
finalHoldViolations = 0
drv_slew = 0
slew_headroom_pct = 66.0
tightest_slew_ps = 508
finalSetupViolCount = 0
setup_tns_ps = 0
min_period_over_period_pct = 74.4
grt_setup_unrepaired = "false"

[grt]
grt_max_degree = 16
grt_pass1_vias = 856
grtUsageTotal_pct = 6.98
grt_pass1_wl_um = 4290
antenna_found_initial = 0
overflow = 0

[synth]
simple_gate_area_share_pct = 20.4
synth_area_sq_um = 816
ys.warnings.count = 1
ys_sh_xor_pct = 0
synth_area_per_cell_sq_um = 11.2
synth_flops = 16
syn-instance-count = 73
ys_cells = 73
ys_types = 25
yosys_area_sq_um = 816
adder_share_pct = 6.13
topCombFamilyByArea = "AND-OR/OR-AND gates"
postSynthSeqShare_pct = 45.4
yosys.area.top_type = "dfxtp_1"
yosysTopAreaCellShare_pct = 27.0
mux_area_share_pct = 1.38
aoi_share_pct = 20.9
topCellsByArea = "dfxtp_1 27%, edfxtp_1 18%, a222oi_1 8.6%, o211ai_1 6.4%, ha_1 6.1%"

[detailed_routing]
dr.pass1.iters = 4
vias_per_cell = 4.48
vias = 771
diodes = 0
drt_iter0_markers = 104
ant_nets = 0
drt-total-wl_um = 2770
detail_route.wl_per_cell_um = 16.1
drc_errors = 0

[floorplan]
chipHeight_um = 89
dieArea_sq_mm = 0.00792
fp-utilization_pct = 17.5
num_rows = 25
die_w_um = 89
ios = 48
core_sq_mm = 0.00466

[cells_and_area]
area_growth_pct = 67.9
stdcell_count = 172
logic_area_sq_um = 402
seq_area_sq_um = 370
nFillCells = 469
drive_above_1_share_pct = 5.08

[place]
dpl.hpwl_um = 2330
port_buffers = 47
dp_cells = 168
dpl_worst_slack_ps = 644
place_congestion = 0.789

[hold_path]
worstHoldPathType = "reg -> reg"

[critical_path]
required_ps = 2280
cp-start-kind = "flip-flop"
cp.arrival_ps = 1670
cp-end-kind = "flip-flop"
path_class = "reg -> reg"
path_max_fanout = 12

[power_and_ir_drop]
vdd_drop_max_v = 0.000256
powerDensity_mw_per_mm2 = 879
leakagePower_nw = 0.478

[job]
maxCapViolCount = 0
log.warning_count = 28
[cells in the mapped netlist]
master     n
or3_1      1
buf_2      5
buf_4      1
and2_1     7
mux2_1     1
nor4bb_1   4
nor2_1     1
conb_1     1
nor4_4     1
nand2_1    1
nor3b_1    1
or2_1      1
nor3_4     1
nor3_1     1
clkbuf_1   1
a222oi_1   7
a21oi_1    1
a32oi_1    2
ha_1       4
edfxtp_1   5
o211ai_1   7
nor2b_1    2
inv_1      2
a31oi_1    4
dfxtp_1   11
[state kept, by name (all words and copies together) (netlist names)]
register and cells:
colunas 5, contador 4, linhas 7
[path summary, 6_finish.rpt]
kind	from	cells after the start	slack (ps)	endpoint
max	contador[0]	4	620	colunas[3]
min	contador[0]	1	500	contador[0]
max reg2reg	contador[0]	4	620	colunas[3]
min reg2reg	contador[0]	1	500	contador[0]
[per-stage QoR]
step                total power (W)  hold WS (ps)  util (%)  cell area [sq um]
detailed placement          0.00101           497      28.4               1330
floorplan                  0.000737           461         -                816
finish                      0.00120           499      29.4               1370
global placement           0.000997           473      28.4               1330
CTS                         0.00122           502      29.4               1370
global route                0.00130           544      29.4               1370
[cells in the final DEF (no fill, tap or decap)]
master,n
clkdlybuf4s50_1,47
dfxtp_1,11
and2_1,7
a222oi_1,7
o211ai_1,7
edfxtp_1,5
nor4bb_1,4
a31oi_1,4
ha_1,4
clkbuf_8,3
inv_1,2
nor2b_1,2
a32oi_1,2
nor2_1,1
or3_1,1
a21oi_1,1
or2_1,1
nor4_4,1
nor3_4,1
mux2_1,1
nand2_1,1
nor3b_1,1
nor3_1,1
clkinv_1,1
conb_1,1
buf_4,1
[routing by layer]
| layer | track usage [%] | share of wire [%] | wire length [um] |
|---|---|---|---|
| met2 | 12.3 | 51 | 1430 |
| met5 | 0 | 0 | 0 |
| met4 | 1.01 | 0 | 0 |
| met1 | 7.67 | 37 | 1040 |
| met3 | 3.21 | 11 | 308 |
[layout make-up]
type                    count  area share (%)
well taps                  54            4.93
multi-input cells          48            29.3
repair buffers             48            34.9
clock buffers               3            3.01
flip-flops and latches     16            27.0
inverters                   2           0.548
clock inverters             1           0.274
[worst max-delay path, cell delays in order, from the launching register on]
cell and delay, ps:
dfxtp_1 340, inv_1 100, ha_1 410, nor4_4 110, nor3_4 460
[where the power goes]
group | leakage (nW) | internal, W | switching, W
Combinational | 0.314 | 0.000338 | 0.000240
Sequential | 0.140 | 0.000387 | 0.0000401
Clock | 0.0231 | 0.000113 | 0.0000867
Total | 0.478 | 0.000838 | 0.000366
[logic make-up (layout without fill, tap and decap cells)]
logic type      Yosys count  after routing
mux                       1              1
other cells               1              1
flops                    16             16
compound gates           21             21
fa+ha+maj                 4              4
simple gates             21             21
buf+inv                   9             54
Power and IR drop assume default switching activity.
