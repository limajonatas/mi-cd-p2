<file path="design/flow/design.v">
module mudar_jogo(
    input botao,
    output reg [6:0] coluna1,
    output reg [6:0] coluna2,
    output reg [6:0] coluna3,
    output reg [6:0] coluna4,
    output reg [6:0] coluna5
);
    reg [1:0] jogo = 2'd0;
    parameter SETE_ALTOS = 7'b1111111;
	 	initial begin
		coluna1 = 7'b1111111;
		coluna2 = 7'b1111111;
		coluna3 = 7'b1111111;
		coluna4 = 7'b1111111;
		coluna5 = 7'b1111111;
	end
    always @(posedge botao) begin
        case(jogo)
            2'd0: begin  
                coluna1 <= 7'b0111100;
                coluna2 <= 7'b0011101;
                coluna3 <= 7'b0110101;
                coluna4 <= 7'b1000111;
                coluna5 <= 7'b1110111;
                jogo <= jogo + 1;
            end
            2'd1: begin  
                coluna1 <= 7'b0001101;
                coluna2 <= 7'b1011100;
                coluna3 <= 7'b1011101;
                coluna4 <= 7'b1110111;
                coluna5 <= 7'b1000111;
                jogo <= jogo + 1;
            end
            2'd2: begin  
                coluna1 <= 7'b0111000;
                coluna2 <= 7'b0001110;
                coluna3 <= 7'b0111111;
                coluna4 <= 7'b1111101;
                coluna5 <= 7'b1111000;
                jogo <= jogo + 1;
            end
            2'd3: begin  
                coluna1 <= 7'b1100011;
                coluna2 <= 7'b1110111;
                coluna3 <= 7'b1111101;
                coluna4 <= 7'b0111101;
                coluna5 <= 7'b0001000;
                jogo <= 2'd0;
            end
            default: begin  
                coluna1 <= SETE_ALTOS;
                coluna2 <= SETE_ALTOS;
                coluna3 <= SETE_ALTOS;
                coluna4 <= SETE_ALTOS;
                coluna5 <= SETE_ALTOS;
            end
        endcase
    end
endmodule
</file>
<file path="design/flow/run.sh">
#!/bin/bash
# OpenROAD 26Q1-2900-gdf79404cd8, Yosys 0.63+post, stock flow scripts
make -C /OpenROAD-flow-scripts/flow DESIGN_CONFIG=/design/flow/config.mk WORK_HOME=/design/flow/orfs finish
</file>
<file path="design/flow/config.mk">
export PLATFORM = sky130hd
export DESIGN_NAME = mudar_jogo
export DESIGN_NICKNAME = mudar_jogo
export VERILOG_FILES = /design/flow/design.v
export SDC_FILE = /design/flow/constraint.sdc
export NUM_CORES = 4
export LEC_CHECK = 1
export CORE_AREA = 10 10 70 70
export DIE_AREA = 0 0 80 80
</file>
<file path="design/flow/constraint.sdc">
current_design mudar_jogo

set clk_period 1.5
set clk_io_pct 0.2

create_clock -name clk0 -period $clk_period [get_ports {botao}]

set non_clock_inputs [all_inputs -no_clocks]
set_input_delay [expr $clk_period * $clk_io_pct] -clock clk0 $non_clock_inputs
set_output_delay [expr $clk_period * $clk_io_pct] -clock clk0 [all_outputs]
</file>
==> results.toml <==
# flow metrics
[finish]
lay_top_count = "clkdlybuf4s50_1"
n_fill_cell = 363
drive_above_1_share_pct = 4.11
lay_top_cells = "clkdlybuf4s50_1, dfxtp_1, ha_1"
area.growth.synth_to_final_pct = 34.7
stdcell_count = 119
post-route-util_pct = 24.2

[min_path]
min_path_cells = 1
worstHoldEndpoint = "jogo[0]"
min_path_type = "register to register"
hp-start = "jogo[0]"

[drt]
dr.pass1.iters = 2
drcViolationCount = 0
drtIter0Drc = 9
diodes = 0
routed_wl_um = 1100
vias = 352
wl_per_cell_um = 9.26
ant_nets = 0
routed_via_density = 2.96

[status]
status = "complete, no violations"

[power_and_ir_drop]
leakage_nw = 0.359
p_total_uw = 555
p_per_area_nw_per_um2 = 672
ir_drop_v = 0.000272

[placed_design]
dp_hpwl_um = 936
dpl.cell_count = 115
portBuffers = 29
place.gp.congestion = 0.706

[final_timing]
finClkSkew_ns = 0.00458
slew_viol_final = 0
tns_ns = 0
rsz0062_at_grt = "false"
final-hold-violation-count = 0
max_freq_mhz = 697
setup-violations-final = 0
finalCriticalPeriod_ns = 1.44
period_used_pct = 95.7
whs_ns = 0.516

[grt]
grt_pass1_vias = 349
track_usage_pct = 2.97
grt.overflow.total = 0
grt_pass1_wl_um = 1570
antenna_found_initial = 0
grt_max_degree = 8

[floorplan]
num_rows = 21
core_region_area_um2 = 3420
dieArea_um2 = 6400
ioPinCount = 36
fp.dieW_um = 80
die_height_um = 80
fp_util_pct = 17.9

[worst_setup_path]
slowest_stage = "clkdlybuf4s50_1"
cp_max_fo = 5
cp.depth = 1
cp_top_family = "buffers and inverters"
end_kind = "output pin"
path_class = "register to output pin"
path_cells = "clkdlybuf4s50_1"
reg2regPathDepth = 3
r2r_setup_slack_ns = 0.38
timing.critical_path.buf_inv = 1
cpPeakStageDelay_ns = 0.49
startpoint_type = "register"
worstPathRequired_ns = 1.20
rr_endpoint = "coluna5[4]"
cp_data_arrival_time_ns = 1.14
r2r_start = "jogo[0]"

[clock_tree]
root_buffer = "clkbuf_4"
clk_pin_slew_ns = 0.07
clock_latency_ns = 0.27
cts_tree = "yes"
cts_buffers = 3
cts_hold_buffers = 0
postCtsSetupBuffers = 0
cts_buffer_depth = 2
cts_resized = 0
ctsHtreeMaxLevel = 1
cts_sinks = 13

[yosys]
netlist_instances = 59
top_area_cell = "dfxtp_1"
ys_ff = 13
syn_avg_cell_area_um2 = 10.4
yosysWarnings = 1
top_area_share_pct = 42.4
yosys-stat-area_um2 = 613
yosys.stat.seqShare_pct = 42.4
syn_area_um2 = 613
yosysUniqueCellTypes = 9
topCellsByArea = "dfxtp_1, buf_4, ha_1"
yosys_cells = 59

[job]
warnings = 32
maxCapViolations = 0
## final cells by class
type	instances	area, um2	share of cell area (%)
flip-flops and latches	13	260	31.5
well taps	46	57.6	6.97
repair buffers	29	290	35.2
multi-input cells	20	165	20.0
inverters	7	26.3	3.18
clock buffers	4	26.3	3.18
## layer usage
layer	GRT usage [%]	vias up	routed length (um)
li1	-	172	-
met1	3.14	150	419
met2	4.41	28	397
met3	2.61	2	278
met4	0.528	0	6
met5	0	-	0
## metrics by stage
step / setup slack (ns) / cell area [um2]
5_1_grt: 0.000309 / 826
4_1_cts: 0.0431 / 826
3_3_place_gp: 0.364 / 800
3_5_place_dp: 0.345 / 800
2_1_floorplan: 0.469 / 632
6_report: 0.0647 / 826
## state kept, by name (all words and copies together) (netlist names)
name / cells
coluna1: 4
coluna2: 3
coluna5: 2
coluna3: 2
jogo: 2
## power by group
group          leakage [nW]  switching [mW]  internal [mW]
Sequential            0.105               0          0.345
Clock                0.0150           0.107          0.103
Combinational         0.239        0.000751              0
## synth_stat cells, drive strengths merged
cell type,n
buf,24
nor2,1
nor2b,1
dfxtp,13
ha,8
conb,1
o21ba,2
or2,2
inv,7
## kinds of logic (layout without fill, tap and decap cells)
logic type / Yosys count / count (layout) / synth area share [%]
AND-OR/OR-AND: 2 / 2 / 3.27
adder cells (fa/ha/maj): 8 / 8 / 16.3
buffers and inverters: 31 / 40 / 33.7
flip-flops: 13 / 13 / 42.4
other: 1 / 6 / 0.612
AND/OR/NAND/NOR: 4 / 4 / 3.67
## worst max path at each step
stage         startpoint    endpoint  slack (ns)
finish        coluna1[2]  coluna5[1]        0.06
global route  coluna1[2]  coluna1[2]      0.0003
CTS           coluna1[2]  coluna1[2]        0.04
No activity file was given, so power comes from the tool's default toggle rates.
